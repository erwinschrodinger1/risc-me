$ cat config.mk
export PLATFORM = sky130hd
export DESIGN_NAME = memory
export DESIGN_NICKNAME = memory
export VERILOG_FILES = /design/flow/design.v
export SDC_FILE = /design/flow/constraint.sdc
export NUM_CORES = 4
export LEC_CHECK = 1
export CORE_UTILIZATION = 50
$ cat constraint.sdc
current_design memory

set clk_period 20.1
set clk_io_pct 0.2

create_clock -name clk0 -period $clk_period [get_ports {clk}]

set non_clock_inputs [all_inputs -no_clocks]
set_input_delay [expr $clk_period * $clk_io_pct] -clock clk0 $non_clock_inputs
set_output_delay [expr $clk_period * $clk_io_pct] -clock clk0 [all_outputs]
$ cat design.v
module memory (
    input wire clk,
    input wire mem_write,
    input wire [7:0] address,
    input wire [7:0] input_data,
    output reg [7:0] output_data
);
    reg [7:0] mem [0:255];  
    always @(posedge clk) begin
        if (mem_write) begin
            mem[address] <= input_data;
        end
        output_data = mem[address];  
    end
endmodule
$ cat run.sh
#!/bin/bash
# OpenROAD 26Q1-2900-gdf79404cd8, Yosys 0.63+post, stock flow scripts
make -C /OpenROAD-flow-scripts/flow DESIGN_CONFIG=/design/flow/config.mk WORK_HOME=/design/flow/orfs finish
==> flow_metrics.tcl <==
# yosys + openroad results
set metrics [dict create \
    rows 145 \
    dp_cells 5561 \
    final_area_um2 88300 \
    fp_util_pct 50.3 \
    switching_share_pct 20.3 \
    min-delay-start "mem[244][7]" \
    p_int_mw 7.11 \
    ctsRootBufferMaster "clkbuf_16" \
    top_cells_by_count "2048 x edfxtp_1, 512 x mux4_2, 256 x a22oi_1" \
    drive_gt1_share_pct 25.5 \
    area_delta_synth_final_pct 12.5 \
    syn_area_um2 78500 \
    route.detailed.drc 0 \
    post-route-min-period_ps 8900 \
    p_seq_share_pct 53.1 \
    whs_ps 951 \
    ys_area_um2 78500 \
    critPathCaptureType "register" \
    fin_skew_ps 29.2 \
    clkTransAtPathRegs_ps 60 \
    fin_cells 5927 \
    min_path_type "register to register" \
    dpl_worst_slack_ps 10100 \
    p_per_area_nw_per_um2 101 \
    worstMarginPinSlew_ps 1260 \
    crit_start "address[0]" \
    synth_cell_types 22 \
    grt_max_degree 131 \
    vias 37169 \
    grt_overflow 0 \
    maxSlewViolCount 0 \
    r2r_start "mem[43][4]" \
    top_area_cell "edfxtp_1" \
    yosys_warnings 1 \
    numSynthFlops 2056 \
    drt_pass1_iterations 6 \
    report.final.setup_viol 0 \
    h-tree-depth 4 \
    antenna_left 0 \
    clkLatencyLatePin_ps 830 \
    cap_viol_max_count 0 \
    clock_path_buffers 3 \
    synth_seq_share_pct 78.6 \
    vdd_drop_max_mv 0.102 \
    ctsResizeCount 0 \
    required_ps 20740 \
    grt_usage_pct 27.7 \
    placedInstanceArea_um2 81600 \
    hold_viol_final 0 \
    grt_antenna_before_repair 4 \
    wl_um 189000 \
    top_area_share_pct 78.3 \
    cp_max_fo 47 \
    yosysCellCount 3547 \
    hold_buffers 0 \
    cts_setup_buffers 0 \
    syn_avg_cell_area_um2 22.1 \
    place.detailed.hpwl_um 114000 \
    antenna_cells 0 \
    ys.flop_type "edfxtp_1" \
    top_cell "edfxtp_1" \
    p_comb_share_pct 4.4 \
    chip_area_um2 159000 \
    synthCells 3547 \
    setup_tns_ps 0 \
    relSlewSlack_pct 14.7 \
    die_h_um 398 \
    core-area_um2 156000 \
    ys_top_cells_by_area "edfxtp_1 78%, mux4_2 15%, a22oi_1 2.4%, nor2_1 1.1%, a21oi_1 0.82%" \
    gp_congestion 0.881 \
    grt_pass1_wl_um 278000 \
    async_flop_share_pct 0 \
    cts_tree "done" \
    clockPowerShare_pct 42.6 \
    portBuffers 25 \
    leakage_nw 26.9 \
    grt_pass1_vias 42236 \
    via_per_inst 6.27 \
    fmax_mhz 112 \
    critPathLaunchType "input port" \
    wire_per_inst_um 31.9 \
    finalCritPeriodShare_pct 44.3 \
    final.setup.worst_slack_ps 11200 \
    arrival_ps 9540 \
    edf_count 2048 \
    drt_iter0_drc 2576 \
    rsz0062_at_grt "false" \
    switchingPower_mw 1.81 \
    fillerInstances 11005 \
    setup.worst_path.class "input port to register" \
    cts.sinks 2056 \
    dieWidth_um 398 \
    warnings 30 \
    status "completed" \
    ios 26 \
    numCtsBuffers 199 \
]
cell usage in the layout (no fill, tap or decap), drive strengths merged, types with 30 or more instances in the layout:
master     n
a22oi    256
clkbuf   243
bufinv    30
clkinv    87
buf      165
mux4     512
a21oi    128
edfxtp  2048
o41ai     32
nor2     232
nor3      30
per-layer routing:
layer	vias up	routed length [um]	global-route usage [%]
met2	2461	89400	39.1
met3	329	33400	22.0
li1	15417	-	-
met4	10	5240	5.77
met5	-	143	0.363
met1	18952	60800	36.5
path summary, 6_finish.rpt:
kind	endpoint	slack, ps	cells past startpoint
max	output_data[4]	11200	12
min	output_data[7]	950	5
max reg2reg	output_data[4]	17170	5
min reg2reg	output_data[7]	950	5
registers in the layout, summed over array words and instances (netlist names):
signal and cells:
mem 2048, output_data 8
metrics by stage:
step	power, mW	utilization [%]
after detailed placement	5.22	52.3
after CTS	8.99	56.6
after global routing	9.18	56.6
final	8.92	56.6
after floorplan	5.03	-
after global placement	5.21	52.3
layout make-up:
type,instances,area [um^2],area share (%)
clock inverters,131,1460,1.65
clock buffers,235,5260,5.96
multi-input cells,1258,15800,17.9
inverters,1,3.75,0.00425
repair buffers,188,1550,1.76
flip-flops and latches,2056,61700,69.8
well taps,2058,2570,2.92
worst max-delay path, cell delays in order:
cell,delay (ps)
buf_8,370
buf_4,700
buf_4,590
buf_4,570
buf_4,650
buf_4,670
mux4_2,580
a22oi_1,250
a21oi_1,120
o41ai_1,580
buf_4,210
nand4_1,100
power groups by stage:
| stage | Sequential (mW) | Clock [mW] | Combinational [mW] |
|---|---|---|---|
| CTS | 4.73 | 3.86 | 0.396 |
| global route | 4.73 | 4.03 | 0.422 |
| finish | 4.73 | 3.80 | 0.389 |
cell families after synthesis:
family,Yosys count,synth area share (%)
AOI/OAI and AO/OA,416,3.62
buffers and inverters,233,1.40
muxes,512,14.7
DFF,2056,78.6
and+or+nand+nor,330,1.73
No activity file was given, so power comes from the tool's default toggle rates.
