$ cat design/flow/run.sh
#!/bin/bash
# OpenROAD 26Q1-2900-gdf79404cd8, Yosys 0.63+post, stock flow scripts
make -C /OpenROAD-flow-scripts/flow DESIGN_CONFIG=/design/flow/config.mk WORK_HOME=/design/flow/orfs finish
$ cat design/flow/constraint.sdc
current_design alu

set clk_period 5.7
set clk_io_pct 0.2

create_clock -name clk0 -period $clk_period [get_ports {clk}]

set non_clock_inputs [all_inputs -no_clocks]
set_input_delay [expr $clk_period * $clk_io_pct] -clock clk0 $non_clock_inputs
set_output_delay [expr $clk_period * $clk_io_pct] -clock clk0 [all_outputs]
$ cat design/flow/design.v
module alu(
    input wire enable,
    input wire clk,
    input wire [2:0] mode,
    input wire [7:0] in_a,
    input wire [7:0] in_b,
    output reg [7:0] out,
    output reg flag_zero,
    output reg flag_carry
);
    initial begin
        flag_carry = 0;
        flag_zero = 0;
    end
    always @(posedge clk) begin
        if (enable) begin
            case (mode)
                3'b000: {flag_carry, out} = in_a + in_b;
                3'b001: {flag_carry, out} = in_a - in_b;
                3'b010: out = in_a & in_b;
                3'b011: out = in_a | in_b;
                default: out = 8'bz;
            endcase
            flag_zero = (out == 0) ? 1 : 0;
        end
    end
endmodule
$ cat design/flow/config.mk
export PLATFORM = sky130hd
export DESIGN_NAME = alu
export DESIGN_NICKNAME = alu
export VERILOG_FILES = /design/flow/design.v
export SDC_FILE = /design/flow/constraint.sdc
export NUM_CORES = 4
export LEC_CHECK = 1
export CORE_AREA = 10 10 84 84
export DIE_AREA = 0 0 94 94
==> results.rst <==
Metrics
=======

.. list-table::
   :header-rows: 1

   * - Metric
     - Value
   * - Average via count per standard cell
     - 5.00
   * - Final critical delay including setup and external delays
     - 3.71 ns
   * - Total number of clock tree sinks
     - 10
   * - Count of buffers added by post-CTS timing repair for setup
     - 0
   * - Cell area after placement
     - about 0.0018 mm^2
   * - Number of buffers inserted for hold repair after clock tree synthesis
     - 0
   * - Worst slew pin tran
     - just over 0.6 ns
   * - LEAKAGE
     - 0.807 nW
   * - Number of top-level pins
     - 31
   * - Max Fclk
     - 0.270 GHz
   * - Half-perimeter wire length of the detailed placement result
     - 2.98 mm
   * - Worst slew margin relative to its limit
     - 0.586
   * - Wire length per cell
     - approximately 13 um
   * - Post-synth EDFFs
     - 10
   * - Total Die Area
     - approximately 0.009 mm^2
   * - Total standard cell area after synthesis
     - between 0.0015 and 0.002 mm^2
   * - Type of the tightest min-delay check
     - in -> reg
   * - CP bufs+invs
     - 2
   * - Max rail drop VDD
     - 0.0000698 V
   * - Wire length after detailed routing
     - 3.48 mm
   * - Core Density at Floorplan
     - 0.289
   * - Power after layout
     - 0.297 mW
   * - Largest net degree at the start of global routing
     - 16
   * - Clock buffer depth
     - 2
   * - Post-detailed-route DRC marker count
     - 0
   * - Wire length of the first global-routing pass
     - roughly 6 mm
   * - Crit path DRT
     - 5.66 ns
   * - Layout filler cell count
     - 541
   * - Number of max-slew violations in the final report
     - 0
   * - Power Density
     - 158 mW/mm^2
   * - Clock group share of total power
     - 0.225
   * - Number of buffers added by the clock tree synthesis step
     - 3
   * - 1st-pass router iterations
     - 4
   * - CTS HTree Levels
     - 1
   * - Leftover overflow at the end of global routing
     - 0
   * - Critical path capture point type
     - register
   * - Sequence of cells on the critical path
     - clkdlybuf4s50_1, inv_1, ha_1, o21ba_2, nor4_1, o211ai_1, and4_4, nor4b_2, a211oi_2
   * - Cell Int Power
     - 0.208 mW
   * - Cell count in the Yosys report
     - 175
   * - Number of non-filler instances in the completed layout
     - 272
   * - Smallest hold slack
     - between 1.5 and 2 ns
   * - Vias in the first global route
     - approximately 1,300
   * - Setup violators final
     - 0
   * - Share of the cycle needed by the critical path after routing
     - 0.650
   * - Total count of hold-check failures in the final report
     - 0
   * - Setup TNS Final
     - 0 ns
   * - Distinct cell type count after synthesis
     - 51
   * - Outcome
     - finished, final reports clean
   * - Met2 routed wirelength
     - ~1.6 mm
   * - Yosys stat area
     - 0.00150 mm^2
   * - Post-route design area
     - 0.00188 mm^2
   * - Maximum net fanout on the critical path
     - 4
   * - Via count
     - 1,361
   * - Critical path startpoint category
     - input port
   * - Arrival time reported for the critical path endpoint
     - approximately 3.7 ns
   * - Sequential share of power
     - 0.321
   * - Stage delay of the slowest cell on the critical path
     - 0.56 ns
   * - Proportion of layout cells with a drive suffix above 1
     - 0.0792
   * - Switching power summed over all nets
     - about 0.09 mW
   * - Family with the most delay on the worst path
     - simple AND/OR/NAND/NOR gates
   * - Area used by sequential logic in the layout
     - 300 um^2
   * - Switching share of power
     - 0.300
   * - FF+latch count, synth
     - 10
   * - Top cells excl fill/tap
     - 30 x sky130_fd_sc_hd__clkdlybuf4s50_1, 24 x sky130_fd_sc_hd__ha_1, 23 x sky130_fd_sc_hd__inv_1
   * - Worst setup path category
     - in -> reg
   * - Per-instance average area after synthesis
     - between 8 and 9 um^2
   * - Core outline area
     - 0.00520 mm^2
   * - Count of warning messages emitted by the tools
     - 41
   * - Total of max-cap violations
     - 0
   * - Number of DRC markers after the initial detailed-route iteration
     - 134
   * - Final Worst Setup Slack
     - 1.99 ns
   * - Worst setup timing slack at the placement stage
     - roughly 1.8 ns
   * - Synthesis Warnings
     - 2
   * - Post-cts resize count
     - 0
   * - Global routing usage summed across all routing layers
     - 0.0804
   * - Weighted congestion at the end of routability-driven global placement
     - 0.857
   * - Core occupancy in the finished layout
     - 0.362
   * - Synth-to-Final Area Change
     - 25.4%
   * - Number of antenna-violating nets in the routed design
     - 0
   * - Met3 wire length
     - 274 um
   * - Antenna violations before repair
     - 0
   * - Cell at the root of the clock tree
     - sky130_fd_sc_hd__clkbuf_8
   * - CTS tree
     - built
   * - Placed cells
     - 269
   * - Fraction of synthesis flops using an asynchronous set or reset pin
     - 0
   * - Count of input and output buffers
     - 30
   * - Top_reg_cell synth
     - sky130_fd_sc_hd__edfxtp_1
   * - Die height
     - 94 um
   * - N_diodes
     - 0
   * - Part of the total power dissipated in combinational logic
     - 0.454
   * - Rows
     - 26
   * - Highest routing layer actually used
     - met3
   * - Most instantiated logic cell after routing
     - sky130_fd_sc_hd__clkdlybuf4s50_1
   * - Combinational cell area excluding buffers and inverters
     - approximately 0.0011 mm^2
   * - Gate count of the mapped netlist
     - 175
   * - Cell at the slowest stage of the critical path
     - sky130_fd_sc_hd__clkdlybuf4s50_1
   * - Die Wd
     - 94 um
   * - Unrepaired setup endpoints after global routing
     - no
   * - Sequential fraction of the synthesis area
     - 0.200
   * - Worst-path clk slew
     - 0.04 ns
   * - Met1 wire length
     - 1.60 mm
==> routing by layer <==
| metal | vias to the layer above | GRT usage |
|---|---|---|
| li1 | 696 | - |
| met1 | 632 | 0.112 |
| met2 | 33 | 0.129 |
| met3 | 0 | 0.0170 |
| met4 | 0 | 0.0101 |
| met5 | - | 0 |
==> cell usage after synthesis, types with 2 or more instances <==
cell	instances	share of area
sky130_fd_sc_hd__fa_1	2	0.027
sky130_fd_sc_hd__nor2b_1	4	0.017
sky130_fd_sc_hd__nand2_1	10	0.025
sky130_fd_sc_hd__a221oi_1	3	0.017
sky130_fd_sc_hd__nand3_1	3	0.010
sky130_fd_sc_hd__a31oi_1	2	0.0083
sky130_fd_sc_hd__o21bai_1	2	0.010
sky130_fd_sc_hd__and2_1	2	0.0083
sky130_fd_sc_hd__o22ai_1	2	0.0083
sky130_fd_sc_hd__a2bb2oi_1	2	0.012
sky130_fd_sc_hd__and3_1	2	0.0083
sky130_fd_sc_hd__a211oi_1	3	0.015
sky130_fd_sc_hd__inv_1	23	0.057
sky130_fd_sc_hd__o21ba_2	3	0.020
sky130_fd_sc_hd__ha_1	24	0.20
sky130_fd_sc_hd__o211ai_1	4	0.020
sky130_fd_sc_hd__buf_2	2	0.0067
sky130_fd_sc_hd__o32ai_1	4	0.023
sky130_fd_sc_hd__nor2_1	10	0.025
sky130_fd_sc_hd__a21o_1	3	0.015
sky130_fd_sc_hd__or2b_1	2	0.010
sky130_fd_sc_hd__buf_6	3	0.022
sky130_fd_sc_hd__a21o_2	2	0.012
sky130_fd_sc_hd__a21oi_1	11	0.037
sky130_fd_sc_hd__nand4_1	2	0.0083
sky130_fd_sc_hd__or2_0	2	0.0083
sky130_fd_sc_hd__nand2b_1	2	0.0083
sky130_fd_sc_hd__o2bb2ai_1	2	0.012
sky130_fd_sc_hd__nor4_1	2	0.0083
sky130_fd_sc_hd__edfxtp_1	10	0.20
sky130_fd_sc_hd__nor3b_1	2	0.010
sky130_fd_sc_hd__o21ai_0	6	0.020
==> power by group through the flow <==
stage | Clock, mW | Combinational, mW | Sequential [mW]
4_1_cts | 0.0693 | 0.136 | 0.0955
5_1_grt | 0.0740 | 0.153 | 0.0959
6_report | 0.0668 | 0.135 | 0.0953
==> cell type report <==
type / instances / share of cell area
Sequential cell: 10 / 0.159
Tap cell: 70 / 0.0465
Multi-Input combinational cell: 136 / 0.567
Clock buffer: 3 / 0.0219
Timing Repair Buffer: 30 / 0.159
Inverter: 23 / 0.0458
==> flip-flops by register name (all words and copies together), names as in the netlist <==
| name | count |
|---|---|
| out | 8 |
| flag_carry | 1 |
| flag_zero | 1 |
==> final timing paths <==
kind | cells after the start | end | startpoint | slack (ns)
setup / recovery | 9 | flag_zero | in_a[1] | 1.99
hold / removal | 1 | flag_zero | enable | 1.77
==> cells by family after synthesis <==
family	count (synthesis)	synth area share
AOI/OAI and AO/OA	60	0.292
and+or+nand+nor	50	0.192
buffers and inverters	29	0.0891
adders and majority gates	26	0.226
DFF	10	0.200
Power is estimated from default activity; no workload was simulated.
