==> design/flow/design.v <==
module general_registers (
    input clk,
    input reset,
    input wire [2:0] src1_bus_selector,
    input wire [2:0] src2_bus_selector,
    input wire [2:0] dest_bus_selector,
    input wire [7:0] data,
    output reg [7:0] src1,
    output reg [7:0] src2
);
wire [7:0] reg_R0_out;
wire [7:0] reg_R1_out;
wire [7:0] reg_R2_out;
wire [7:0] reg_R3_out;
wire [7:0] reg_R4_out;
wire [7:0] reg_R5_out;
wire [7:0] reg_R6_out;
wire [7:0] reg_R7_out;
register reg_R0 (
    .clk(clk),
    .reset(reset),
    .data(data),
    .reg_out(reg_R0_out),
    .latch((dest_bus_selector == 3'b000) ? 1'b1 : 1'b0),
    .inc(1'b0)
);
register reg_R1 (
    .clk(clk),
    .reset(reset),
    .data(data),
    .reg_out(reg_R1_out),
    .latch((dest_bus_selector == 3'b001) ? 1'b1 : 1'b0),
    .inc(1'b0)
);
register reg_R2 (
    .clk(clk),
    .reset(reset),
    .data(data),
    .reg_out(reg_R2_out),
    .latch((dest_bus_selector == 3'b010) ? 1'b1 : 1'b0),
    .inc(1'b0)
);
register reg_R3 (
    .clk(clk),
    .reset(reset),
    .data(data),
    .reg_out(reg_R3_out),
    .latch((dest_bus_selector == 3'b011) ? 1'b1 : 1'b0),
    .inc(1'b0)
);
register reg_R4 (
    .clk(clk),
    .reset(reset),
    .data(data),
    .reg_out(reg_R4_out),
    .latch((dest_bus_selector == 3'b100) ? 1'b1 : 1'b0),
    .inc(1'b0)
);
register reg_R5 (
    .clk(clk),
    .reset(reset),
    .data(data),
    .reg_out(reg_R5_out),
    .latch((dest_bus_selector == 3'b101) ? 1'b1 : 1'b0),
    .inc(1'b0)
);
register reg_R6 (
    .clk(clk),
    .reset(reset),
    .data(data),
    .reg_out(reg_R6_out),
    .latch((dest_bus_selector == 3'b110) ? 1'b1 : 1'b0),
    .inc(1'b0)
);
register reg_R7 (
    .clk(clk),
    .reset(reset),
    .data(data),
    .reg_out(reg_R7_out),
    .latch((dest_bus_selector == 3'b111) ? 1'b1 : 1'b0),
    .inc(1'b0)
);
always @(*) begin
    case (src1_bus_selector)
        3'b000: src1 = reg_R0_out;
        3'b001: src1 = reg_R1_out;
        3'b010: src1 = reg_R2_out;
        3'b011: src1 = reg_R3_out;
        3'b100: src1 = reg_R4_out;
        3'b101: src1 = reg_R5_out;
        3'b110: src1 = reg_R6_out;
        3'b111: src1 = reg_R7_out;
        default: src1 = 8'bz;
    endcase
    case (src2_bus_selector)
        3'b000: src2 = reg_R0_out;
        3'b001: src2 = reg_R1_out;
        3'b010: src2 = reg_R2_out;
        3'b011: src2 = reg_R3_out;
        3'b100: src2 = reg_R4_out;
        3'b101: src2 = reg_R5_out;
        3'b110: src2 = reg_R6_out;
        3'b111: src2 = reg_R7_out;
        default: src2 = 8'bz;
    endcase
end
endmodule
module register (
    input wire clk,
    input wire reset,
    input wire latch,
    input wire inc,
    input wire [7:0] data,
    output reg [7:0] reg_out
);
    always @(posedge clk) begin
        if (reset) begin
            reg_out <= 8'h00;  
        end else if (latch) begin
            reg_out <= data;  
        end else if (inc) begin
            reg_out <= reg_out + 1'b1;  
        end
    end
endmodule
==> design/flow/run.sh <==
#!/bin/bash
# OpenROAD 26Q1-2900-gdf79404cd8, Yosys 0.63+post, stock flow scripts
make -C /OpenROAD-flow-scripts/flow DESIGN_CONFIG=/design/flow/config.mk WORK_HOME=/design/flow/orfs finish
==> design/flow/config.mk <==
export PLATFORM = sky130hd
export DESIGN_NAME = general_registers
export DESIGN_NICKNAME = general_registers
export VERILOG_FILES = /design/flow/design.v
export SDC_FILE = /design/flow/constraint.sdc
export NUM_CORES = 4
export LEC_CHECK = 1
export CORE_UTILIZATION = 50
==> design/flow/constraint.sdc <==
current_design general_registers

set clk_period 1.7
set clk_io_pct 0.2

create_clock -name clk0 -period $clk_period [get_ports {clk}]

set non_clock_inputs [all_inputs -no_clocks]
set_input_delay [expr $clk_period * $clk_io_pct] -clock clk0 $non_clock_inputs
set_output_delay [expr $clk_period * $clk_io_pct] -clock clk0 [all_outputs]
==> results.toml <==
# yosys + openroad results
[status]
status = "complete, but fails checks"
failed_checks = "negative setup slack"

[global_route]
grt_pass1_vias = 3293
grt_usage = 0.312
grt_pass1_wl_um = 17100
grt_start_max_net_pins = 65
grt_remaining_overflow = 0
antenna_found_initial = 0

[placement]
gp_congestion = 0.875
dp_hpwl_um = 6400
dp_cells = 550
io_buffers = 34
place_area_um2 = 4320

[critical_path]
arrival_ns = 1.50
cp_top_family = "AND-OR/OR-AND gates"
reg2reg_depth = 3
critical_path_class = "flip-flop to primary output"
critPathSlowestCell = "dfxtp_2"
cp-end-kind = "primary output"
ff2ff_setup_slack_ns = 0.91
r2r_start = "reg_R5.reg_out[0]"
path_max_fanout = 2
slowest_delay_ns = 0.33
worst_r2r_endpoint = "reg_R5.reg_out[0]"
cp.buffers_inverters = 2
worstPathRequired_ns = 1.36
startpoint_type = "flip-flop"
crit_chain = "buf_6 > mux2_4 > a22oi_2 > a21oi_2 > o22a_1 > buf_2"

[sta]
holdWs_ns = 0.453
min_period_ns = 1.84
finalCritPeriodShare = 1.08
tightest_slew_ns = 0.368
grt_setup_unrepaired = "yes"
postLayoutSetupSlackWorst_ns = -0.142
finalHoldViolations = 0
fmax_mhz = 543
timing.final.max_slew_violations = 0
relSlewSlack = 0.754
clock_skew_ns = 0
finalSetupViolations = 15

[yosys]
ys_seq_frac = 0.359
ys_sh_adder = 0
top_cell_area_share = 0.359
ys_async_sr_fraction = 0
avgSynthCellArea_um2 = 8.75
ys_types = 40
topCombFamilyByArea = "multiplexers"
synthCells = 408
synth_area_um2 = 3570
synthAoiAreaFrac = 0.150
mux_share = 0.231
edf_count = 0
ys_sh_simple = 0.178
yosys_most_used_dff = "dfxtp_1"
numSynthFlops = 64
ys_cells = 408
xor_area_frac = 0
yosys_area_um2 = 3570
yosysWarnings = 4
netlist_top_cells_area = "dfxtp_1, mux2i_1, nor2_1"
synth_top_cell_by_area = "dfxtp_1"

[clocking]
cts_buffers = 9
cts.reportedPaths.clkPinSlew_ns = 0.06
cts.path.max_buffers = 2
htree_num_levels = 3
cts_tree = "built"
root_buffer = "clkbuf_8"
insertion_delay_ns = 0.35
numClockSinks = 64

[worst_hold_path]
holdPathStages = 3
hp-class = "input pin to flip-flop"
worstHoldEndpoint = "reg_R4.reg_out[5]"
hp-start = "reset"

[detailed_routing]
drcViolationCount = 0
wl_per_cell_um = 18.0
topRoutingLayerUsed = "met4"
drt_iter0_drc = 189
finalWirelength_um = 11000
ant_nets = 0
vias = 3398
met1_length_um = 4960
wl_met3_um = 651
antenna_cells = 0
vias_per_cell = 5.54
wl_met2_um = 5230
firstDrtPassIters = 4

[power_and_ir_drop]
leakage_nw = 2.33
vdd_drop_max_v = 0.000569
powerDensity_nw_per_um2 = 679

[finish]
final_util = 0.766
drive_gt1_frac = 0.441
stdcell_count = 613
final-seq-area_um2 = 1310
stdcell_area_um2 = 5240
areaGrowthSynthToFinish_pct = 46.7
combGateArea_um2 = 2270
fill_cells = 460

[floorplan]
row_count = 30
ios = 35
die_area_um2 = 7480
coreArea_um2 = 6830
fp.dieH_um = 86.5
die-width_um = 86.5
initCoreUtil = 0.522

[run]
cap_viol_max_count = 0
openroad.warnings = 27
==> power by group <==
part	internal, mW	switching (mW)
registers	1.55	0.0360
logic	0.421	0.368
clock network	0.596	0.579
total	2.57	0.983
==> metal layers <==
layer	GRT usage	up-vias
li1	-	1641
met1	0.470	1653
met2	0.486	92
met3	0.0531	12
met4	0.0682	0
met5	0	-
==> worst register-to-register path, cell delays in order (launching register included) <==
cell     delay (ns)
dfxtp_1        0.32
buf_4          0.13
mux2i_1        0.15
nor2_1         0.07
==> worst max-delay path by stage <==
stage                           startpoint       to  slack, ns  depth (start not counted)
after CTS             src1_bus_selector[1]  src1[0]      -0.22                          9
after global routing     reg_R7.reg_out[5]  src1[5]      -0.19                          6
final                    reg_R7.reg_out[5]  src1[5]      -0.14                          6
==> flip-flops by register name, summed over array words and instances (netlist names) <==
register	count
reg_R0.reg_out	8
reg_R6.reg_out	8
reg_R3.reg_out	8
reg_R2.reg_out	8
reg_R1.reg_out	8
reg_R7.reg_out	8
reg_R4.reg_out	8
reg_R5.reg_out	8
==> area by class of cell <==
cell class,count,share of cell area
Inverter,9,0.00645
Timing Repair Buffer,138,0.253
Multi-Input combinational cell,291,0.434
Tap cell,96,0.0229
Clock buffer,12,0.0296
Sequential cell,64,0.251
Clock inverter,3,0.00335
==> layout by cell type (no fill, tap or decap), types with 5 or more instances in the layout <==
master            n
a21o_1            6
a21oi_1          18
a221oi_2         13
a22oi_2           5
buf_12           10
buf_2            17
buf_4            60
buf_6            30
buf_8             7
clkbuf_8         11
clkdlybuf4s50_1  11
dfxtp_1          39
dfxtp_2          25
inv_1             8
mux2_4            5
mux2i_1          69
nand2b_1          7
nand3_1           6
nor2_1           87
nor2_2            5
o21ai_1           5
o22a_1            5
==> logic make-up (layout without fill, tap and decap cells) <==
family / count (synthesis) / count (layout)
buffers and inverters: 53 / 162
multiplexers: 79 / 79
flip-flops: 64 / 64
AND-OR/OR-AND: 76 / 76
AND/OR/NAND/NOR: 136 / 136
==> synth_stat cells, drive strengths merged, types with 4 or more instances <==
master,count
a211oi,4
a21o,6
a21oi,22
a221oi,15
a22oi,7
a311oi,5
buf,27
clkbuf,17
dfxtp,64
inv,9
mux2,7
mux2i,70
nand2,4
nand2b,7
nand3,7
nor2,96
nor2b,9
nor3b,4
o21ai,6
o22a,5
==> repair_timing <==
action | in CTS | in global routing
hold buffers | 0 | 0
gates cloned | 3 | 0
setup endpoints to repair | 16 | 16
gates resized | 179 | 31
pin swaps | 52 | 23
buffers inserted | 42 | 6
==> metrics by stage <==
step	setup slack [ns]	TNS [ns]	total power [mW]
after floorplan	0.188	0	1.97
after global placement	-0.895	-15.47	2.24
after detailed placement	-0.910	-15.78	2.24
after CTS	-0.224	-1.83	3.53
after global routing	-0.193	-1.83	3.70
final	-0.142	-1.18	3.56
No activity file was given, so power comes from the tool's default toggle rates.
